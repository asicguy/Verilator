$ cat /design/flow/design.v
module compare
  (
   input        clk,
   input [7:0]  a_in,
   input [7:0]  b_in,
   input [7:0]  c_in,
   input [7:0]  d_in,
   output [7:0] a_out,
   output [7:0] b_out,
   output [7:0] c_out,
   output [7:0] d_out
   );
  logic [7:0] 	a_reg;
  logic [7:0] 	b_reg;
  logic [7:0] 	c_reg;
  logic [7:0] 	d_reg;
  logic 	a_lt_b;
  logic 	a_lt_c;
  logic 	a_lt_d;
  logic 	b_lt_c;
  logic 	b_lt_d;
  logic 	c_lt_d;
  always_ff @(posedge clk) begin
    a_reg <= a_in;
    b_reg <= b_in;
    c_reg <= c_in;
    d_reg <= d_in;
  end
  assign a_lt_b = a_reg < b_reg;
  assign a_lt_c = a_reg < c_reg;
  assign a_lt_d = a_reg < d_reg;
  assign b_lt_c = b_reg < c_reg;
  assign b_lt_d = b_reg < d_reg;
  assign c_lt_d = c_reg < d_reg;
  always_ff @(posedge clk) begin  
    unique case ({a_lt_b, a_lt_c, a_lt_d, b_lt_c, b_lt_d, c_lt_d})
      6'b111111: begin
	a_out <= a_reg;
	b_out <= b_reg;
	c_out <= c_reg;
	d_out <= d_reg;
      end
      6'b111110: begin
	a_out <= a_reg;
	b_out <= b_reg;
	c_out <= d_reg;
	d_out <= c_reg;
      end
      6'b111011: begin
	a_out <= a_reg;
	b_out <= c_reg;
	c_out <= b_reg;
	d_out <= d_reg;
      end
      6'b111001: begin
	a_out <= a_reg;
	b_out <= c_reg;
	c_out <= d_reg;
	d_out <= b_reg;
      end
      6'b111100: begin
	a_out <= a_reg;
	b_out <= d_reg;
	c_out <= b_reg;
	d_out <= c_reg;
      end
      6'b111000: begin
	a_out <= a_reg;
	b_out <= d_reg;
	c_out <= c_reg;
	d_out <= b_reg;
      end
      6'b011111: begin
	a_out <= b_reg;
	b_out <= a_reg;
	c_out <= c_reg;
	d_out <= d_reg;
      end
      6'b011110: begin
	a_out <= b_reg;
	b_out <= a_reg;
	c_out <= d_reg;
	d_out <= c_reg;
      end
      6'b001111: begin
	a_out <= b_reg;
	b_out <= c_reg;
	c_out <= a_reg;
	d_out <= d_reg;
      end
      6'b000111: begin
	a_out <= b_reg;
	b_out <= c_reg;
	c_out <= d_reg;
	d_out <= a_reg;
      end
      6'b010110: begin
	a_out <= b_reg;
	b_out <= d_reg;
	c_out <= a_reg;
	d_out <= c_reg;
      end
      6'b000110: begin
	a_out <= b_reg;
	b_out <= d_reg;
	c_out <= c_reg;
	d_out <= a_reg;
      end
      6'b101011: begin
	a_out <= c_reg;
	b_out <= a_reg;
	c_out <= b_reg;
	d_out <= d_reg;
      end
      6'b101001: begin
	a_out <= c_reg;
	b_out <= a_reg;
	c_out <= d_reg;
	d_out <= b_reg;
      end
      6'b001011: begin
	a_out <= c_reg;
	b_out <= b_reg;
	c_out <= a_reg;
	d_out <= d_reg;
      end
      6'b000011: begin
	a_out <= c_reg;
	b_out <= b_reg;
	c_out <= d_reg;
	d_out <= a_reg;
      end
      6'b100001: begin
	a_out <= c_reg;
	b_out <= d_reg;
	c_out <= a_reg;
	d_out <= b_reg;
      end
      6'b000001: begin
	a_out <= c_reg;
	b_out <= d_reg;
	c_out <= b_reg;
	d_out <= a_reg;
      end
      6'b110100: begin
	a_out <= d_reg;
	b_out <= a_reg;
	c_out <= b_reg;
	d_out <= c_reg;
      end
      6'b110000: begin
	a_out <= d_reg;
	b_out <= a_reg;
	c_out <= c_reg;
	d_out <= b_reg;
      end
      6'b010100: begin
	a_out <= d_reg;
	b_out <= b_reg;
	c_out <= a_reg;
	d_out <= c_reg;
      end
      6'b000100: begin
	a_out <= d_reg;
	b_out <= b_reg;
	c_out <= c_reg;
	d_out <= a_reg;
      end
      6'b100000: begin
	a_out <= d_reg;
	b_out <= c_reg;
	c_out <= a_reg;
	d_out <= b_reg;
      end
      6'b000000: begin
	a_out <= d_reg;
	b_out <= c_reg;
	c_out <= b_reg;
	d_out <= a_reg;
      end
    endcase  
  end
endmodule
$ cat /design/flow/run.sh
#!/bin/bash
# OpenROAD 26Q1-2900-gdf79404cd8, Yosys 0.63+post, stock flow scripts
make -C /OpenROAD-flow-scripts/flow DESIGN_CONFIG=/design/flow/config.mk WORK_HOME=/design/flow/orfs finish
$ cat /design/flow/config.mk
export PLATFORM = sky130hd
export DESIGN_NAME = compare
export DESIGN_NICKNAME = compare
export VERILOG_FILES = /design/flow/design.v
export SDC_FILE = /design/flow/constraint.sdc
export NUM_CORES = 4
export LEC_CHECK = 1
export CORE_UTILIZATION = 40
$ cat /design/flow/constraint.sdc
current_design compare

set clk_period 6.5
set clk_io_pct 0.2

create_clock -name clk0 -period $clk_period [get_ports {clk}]

set non_clock_inputs [all_inputs -no_clocks]
set_input_delay [expr $clk_period * $clk_io_pct] -clock clk0 $non_clock_inputs
set_output_delay [expr $clk_period * $clk_io_pct] -clock clk0 [all_outputs]
==> GITHUB_STEP_SUMMARY <==
### Metrics collected by this job

| Metric | Value |
|---|---|
| Outcome | completed |
| Die Width | about 100 µm |
| Unrepaired setup endpoints after global routing | no |
| Top FF cell, synth | edfxtp_1 |
| Layout area overhead | 26.3% |
| Routed WL per cell | ~20 µm |
| Port buffer count | between 60 and 70 |
| GR Util All Layers | a little under a quarter |
| Top cell by count, worst path | nor3_1 |
| Syn Area/Cell | around 11 µm² |
| H-tree levels | 3 |
| Final setup fails | 0 |
| Yosys top cell by area | edfxtp_1 |
| Post-synth seq share | around 40% |
| Max-capacitance violation count | 0 |
| Vias in the first global route | between 3000 and 4000 |
| YS chip area | between 3000 and 4000 µm² |
| Drt drc | 0 |
| Post-Synthesis Cells | 347 |
| CTS tree | done |
| Ports | 65 |
| Crit path from | c_reg[5] |
| Clk pin slew, worst setup/hold paths | around 0.080 ns |
| Cell Rows | 35 |
| First-pass GRT wire length | 17.4 mm |
| Highest clock rate | 0.279 GHz |
| Largest stage delay on the critical path | 0.63 ns |
| Hold Fails Final Rpt | 0 |
| Worst Path Max Fanout | 13 |
| Slowest CP cell | a21o_1 |
| Largest net degree at the start of global routing | 21 |
| Total CTS buffers | 9 |
| Reg-to-Reg End | a_out[6] |
| Fin crit period | roughly 3.6 ns |
| Via density | ~6 |
| Top cells by area | edfxtp_1, dfxtp_1, ha_1 |
| Crit-path cells | inv_1 > ha_1 > nand2_1 > nor3_1 > a21o_1 > nor3_1 > a311oi_4 > nor3_2 > a221o_1 |
| Lkg Pwr | around 2.0 nW |
| Placed cell areas | ~4800 µm² |
| Setup TNS | 0 ns |
| DPL Wire Length | approximately 8.4 mm |
| Peak supply drop | between 0.00015 and 0.0002 V |
| Antenna diodes | 0 |
| Crit path DRT | ~6.6 ns |
| Part of the cycle the worst path needs | a little under three fifths |
| R2r setup slk | roughly 2.9 ns |
| DIE HEIGHT | 101 µm |
| Placer Congestion | around 0.93 |
| Sink Count | between 60 and 70 |
| Clk_skew | 0.00840 ns |
| FF-to-FF Start | c_reg[5] |
| Initial antenna violation count | 0 |
| Init Core Util | between 40% and 50% |
| Ys Warns | between 90 and 100 |
| Tightest Pin Transition | 0.888 ns |
| Bufs on Longest Clock Path | 2 |
| CTS root buf | clkbuf_8 |
| Latency at later pin | between 0.3 and 0.4 ns |
| Worst min-delay path class | register to register |
| Core box area | between 9000 and 10000 µm² |
| Arrival time at the worst endpoint | approximately 3.7 ns |
| WS Path Type | register to register |
| Async S/R FF share, synth | 0% |
| Synthesized area | a little under 4000 µm² |
| Initial drt markers | roughly 240 |
| Worst reg2reg path depth | 9 |
| Yosys top cell area share | 24.3% |
| Yosys cell types | roughly 54 |
| Design Area, Final | 5000 µm² |
| Total die size | between 10000 and 15000 µm² |
| Routed wire length | 11.2 mm |
| Worst setup path endpoint | a_out[6] |
| OpenROAD warnings | 25 |
| Startpoint class of the critical path | register |
| Postcts setup bufs | 0 |
| Share of layout cells above drive strength 1 | a little under an eighth |
| Hold Buf Count CTS | 0 |
| Synth flops | between 60 and 70 |
| Iteration tally of the first detailed-router pass | 5 |
| PwrDens | just under 300 nW/µm² |
| Total congestion overflow | 0 |
| Max_slew headroom | 40.8% |
| Post-DRT Antenna Nets | 0 |
| Routed via count | ~3300 |
| Post-synth EDFFs | 32 |
| Post-CTS Resized | 0 |
| Worst setup EP type | register |
| Yosys cell count | 347 |
| Slew Viols, Final | 0 |
## synthesized netlist by cell type (2+ instances only)
master     count
a221oi_1       4
o21ai_0        8
nand3_1        7
nand2b_1       4
mux2i_1        6
a21oi_1       20
nor3_4         2
nand2_2        2
o22ai_1        2
nor4_4         3
nor3_1         7
a31oi_1        2
a31oi_2        2
a311oi_4       2
a22o_1        28
a221o_1       28
o221a_2        2
or3_4          2
a22oi_1        5
nor2_1        21
nand2_1       19
a211o_1        4
inv_1         21
o21a_1         2
buf_2          4
dfxtp_1       32
o221ai_4       3
nor3_2         3
edfxtp_1      32
o2bb2ai_1      4
ha_1          42
o21ai_1        2
## where the power goes
part	internal, mW	switching (mW)	leakage (nW)
clock	0.259	0.168	0.125
combinational	0.240	0.196	1.28
sequential	0.530	0.0505	0.571
## per-stage QoR
| step | std cells | power (mW) | utilization (%) | hold WS, ns | setup slack (ns) |
|---|---|---|---|---|---|
| CTS | 552 | 1.46 | 53.1 | 0.665 | 2.99 |
| floorplan | 347 | 0.789 | - | 0.577 | 3.67 |
| detailed placement | 536 | 1.03 | 50.5 | 0.637 | 3.00 |
| global placement | 536 | 1.02 | 50.5 | 0.639 | 3.04 |
| finish | 552 | 1.44 | 53.1 | 0.662 | 2.92 |
| global route | 552 | 1.53 | 53.1 | 0.695 | 2.79 |
## final cells by class
cell class                 count  area [µm²]
tap                          129         161
clock inverter                 7         125
fill                         832        4410
inverter                      21        78.8
clock buffer                   9         124
sequential                    64        1600
timing repair buffer          66         656
multi-input combinational    256        2250
## how the worst min path moves through the flow
stage,startpoint,end,slack [ns],cells past startpoint
CTS,d_reg[3],a_out[3],0.67,1
global route,d_reg[1],a_out[1],0.69,1
finish,d_reg[3],a_out[3],0.66,1
## logic make-up after synthesis
logic type / share of synthesized area [%]
AND/OR/NAND/NOR: 11.5
AND-OR/OR-AND: 30.1
flip-flops: 40.5
multiplexers: 1.86
adder cells (fa/ha/maj): 13.3
buffers and inverters: 2.78
## worst max-delay path, delay by kind of cell (launching register included)
| kind | cells | cell delay (ns) |
|---|---|---|
| buffers and inverters | 1 | 0.17 |
| flip-flops | 1 | 0.50 |
| AND-OR/OR-AND | 3 | 1.52 |
| adder cells (fa/ha/maj) | 1 | 0.33 |
| AND/OR/NAND/NOR | 4 | 0.82 |
## placed cells by master, fill, tap and decap left out, types with 3 or more instances in the layout
cell / n
nand2_1: 19
o21ai_0: 8
nor3_1: 7
mux2i_1: 6
inv_1: 21
dfxtp_1: 32
clkdlybuf4s50_1: 64
a21oi_1: 20
nor4_4: 3
bufinv_16: 3
nor3_2: 3
nor2_1: 21
inv_6: 3
o2bb2ai_1: 4
nand3_1: 7
o221ai_4: 3
nand2b_1: 4
ha_1: 42
a22oi_1: 5
clkbuf_8: 9
a22o_1: 28
a211o_1: 4
a221o_1: 28
edfxtp_1: 32
a221oi_1: 4
## layer usage
layer	vias up	routed length [µm]	track usage, %
met1	1569	4890	34.8
met5	-	0	0
met3	27	686	4.48
met2	141	5230	37.3
li1	1550	-	-
met4	0	351	6.69
Power is estimated from default activity; no workload was simulated.
